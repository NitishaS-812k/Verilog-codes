File: flow/design.v
module counter(input clk, rstn, output reg[3:0] out);
  always @ (posedge clk) begin
    if (!rstn)
      out <= 0;
    else
      out <= out + 1;
  end
endmodule
File: flow/config.mk
export PLATFORM = sky130hd
export DESIGN_NAME = counter
export DESIGN_NICKNAME = counter
export VERILOG_FILES = /design/flow/design.v
export SDC_FILE = /design/flow/constraint.sdc
export NUM_CORES = 4
export LEC_CHECK = 1
export CORE_AREA = 10 10 70 70
export DIE_AREA = 0 0 80 80
File: flow/constraint.sdc
current_design counter

set clk_period 1.6
set clk_io_pct 0.2

create_clock -name clk0 -period $clk_period [get_ports {clk}]

set non_clock_inputs [all_inputs -no_clocks]
set_input_delay [expr $clk_period * $clk_io_pct] -clock clk0 $non_clock_inputs
set_output_delay [expr $clk_period * $clk_io_pct] -clock clk0 [all_outputs]
File: flow/run.sh
#!/bin/bash
# OpenROAD 26Q1-2900-gdf79404cd8, Yosys 0.63+post, stock flow scripts
make -C /OpenROAD-flow-scripts/flow DESIGN_CONFIG=/design/flow/config.mk WORK_HOME=/design/flow/orfs finish
==> run summary <==
total power: 0.2613 mW
WL final: 390 µm
hold crit path type: flop to flop
Setup TNS: 0 ns
Pre-antenna DRT Iters: 2
placed cells: 64
Max Used Layer: met3
Top Family by Delay on Critical Path: buffers and inverters
Metal-1 WL: 233 µm
r2r setup slk: 0.66 ns
vias per cell: 1.731
final worst slack: 0.1563 ns
non-filler instance count after layout: 67
grt ovf: 0
pre-CTS WS: 0.3965 ns
MaxCap Viol Count: 0
crit path cell chain: clkdlybuf4s50_1
Biggest register: out
minimum clock period: 1.444 ns
via count: 116
metal3 WL: 44 µm
core area: 3416 µm²
crit-path max FO: 4
max reg flops: 4
wire per inst: 5.821 µm
vias in the first global route: 131
Max Fclk: 692.7 MHz
Post-CTS Setup Bufs: 0
Post-Syn Area: 145.1 µm²
synthesized area per cell: 11.16 µm²
I/O pin count: 6
Post-Syn Instances: 13
VDD IR max: 0.2004 mV
Area leader share: 55.17%
P&R area growth vs syn: 89.66%
measured slew at the worst slew-check pin: 0.1504 ns
worst r2r src: out[0]$_SDFF_PN0_
tally of OpenROAD warnings: 25
Reg clk slew, reported paths: 0.04 ns
ANT nets after route: 0
TritonCTS Sinks: 4
largest net degree at the start of global routing: 6
Top cells by area: dfxtp_1 55%, and2_1 8.6%, ha_1 8.6%, mux2i_1 6.9%, xor2_1 6.0%
die height: 80 µm
first-pass GRT wire length: 586 µm
wire length on met2: 113 µm
Hold Fails Final Rpt: 0
Die ar.: 6400 µm²
hold_sp: out[0]$_SDFF_PN0_
CP endpoint kind: output pin
initial drt markers: 2
Worst-Skew Late Latency: 0.23 ns
Hold Path Depth: 1
Hold Path End: out[0]$_SDFF_PN0_
required time of the critical path: 1.28 ns
Finished Cell Area: 275.3 µm²
TritonCTS clock tree: yes
antenna violations before repair: 0
RSZ-0062 raised after global routing: no
clock skew: 0.001486 ns
Max transition margin: 89.94%
Synth Seq Share: 55.17%
DP Area: 252.7 µm²
Num CTS Buffers: 3
row count: 21
Post-CTS Resized: 0
WS Path Type: flop to output pin
clk buf depth: 2
Syn. warnings: 1
Hold Buf Count CTS: 0
ys cells: 13
Synth area leader: dfxtp_1
Max stage delay on crit path: 0.52 ns
crit path buf inv count: 1
CP startpoint kind: flop
Critical R2R Capture: out[2]$_SDFF_PN0_
Post-route DRC: 0
max-slew violation count: 0
#FFs+latches synth: 4
GRT Total Usage: 1.251%
Slowest-stage cell, CP: clkdlybuf4s50_1
fp_density: 4.249%
Finish-stage setup viols: 0
Yosys Chip Area: 145.1 µm²
CTS root buf: clkbuf_4
PortBufs: 5
CTS H-tree depth: 1
cycle use final: 90.23%
DIE WIDTH: 80 µm
Power Density: 949.4 nW/µm²
Leak Pwr: 0.1052 nW
outcome: finished clean
# diodes: 0
R2R cell count: 3
share of cells above drive strength 1: 14.29%
synth unique cells: 9
Final Wtd Congestion: 0.5902
Critical Path AT: 1.12 ns
Largest regs: out x4
## worst max-delay path by stage
stage | startpoint | end | cells after the start
final | out[0]$_SDFF_PN0_ | out[0] | 1
after global routing | out[0]$_SDFF_PN0_ | out[0] | 1
after CTS | out[0]$_SDFF_PN0_ | out[0] | 1
## power breakdown
part / switching (mW) / total [mW] / leakage, nW / internal [mW]
sequential: 0.00558 / 0.112 / 0.0329 / 0.107
clock: 0.0406 / 0.125 / 0.0138 / 0.0839
combinational: 0.00677 / 0.0244 / 0.0585 / 0.0177
## metrics by stage
| stage | hold slack [ns] | utilization (%) |
|---|---|---|
| final | 0.4731 | 8.059 |
| after global routing | 0.5157 | 8.059 |
| after CTS | 0.4716 | 8.059 |
| after detailed placement | 0.4633 | 7.399 |
| after global placement | 0.4504 | 7.399 |
| after floorplan | 0.4198 | - |
## cells by family (layout without fill, tap and decap cells)
| kind of cell | count (synthesis) | in the layout | synth area share (%) |
|---|---|---|---|
| adder cells (fa/ha/maj) | 1 | 1 | 8.619 |
| multiplexers | 1 | 1 | 6.897 |
| AND/OR/NAND/NOR | 6 | 6 | 23.27 |
| flip-flops | 4 | 4 | 55.17 |
| XOR/XNOR | 1 | 1 | 6.036 |
| buffers and inverters | 0 | 8 | 0 |
## synth_stat cells, drive strengths merged
library cell and number:
nor2b 1, ha 1, xor2 1, and2 2
nand2b 1, nand3 1, dfxtp 4, mux2i 1
nand2 1
## cells in the final DEF (no fill, tap or decap), drive strengths merged
master / instances
xor2: 1
nand2b: 1
clkdlybuf4s50: 5
dfxtp: 4
ha: 1
nand2: 1
nand3: 1
clkbuf: 3
nor2b: 1
and2: 2
mux2i: 1
## layout make-up
type                       instances  area (µm²)
clock buffer                       3       22.52
fill                             421        3141
multi-input combinational          9       65.06
sequential                         4       80.08
tap                               46       57.56
timing repair buffer               5       50.05
## metal layers
layer | global-route usage, % | vias up
met2 | 0.8828 | 6
met3 | 1.136 | 0
li1 | - | 60
met1 | 1.863 | 50
met4 | 0.8803 | 0
met5 | 0 | -
Power and IR drop assume default switching activity.
