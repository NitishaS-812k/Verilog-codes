`./design.v`:
```
module ALU (input E1,E2_bar, input [3:0] in1, in2, input [2:0] sel, output reg[3:0] out);
  always @ (*) begin
    if ( !E2_bar && E1)
      out <= 0;
    else begin
      case(sel)
        3'b000: out=in1 + in2;
        3'b001: out=in1 - in2;
        3'b010: out=in1 * in2;
        3'b011: out=in1 & in2;
        3'b100: out=in1 | in2;
        3'b101: out=in1 ^ in2;
        3'b110: out=! in1;
        3'b111: out=! in2;
        default: out=1'b0;
      endcase
    end
  end
endmodule 
```
`./run.sh`:
```
#!/bin/bash
# OpenROAD 26Q1-2900-gdf79404cd8, Yosys 0.63+post, stock flow scripts
make -C /OpenROAD-flow-scripts/flow DESIGN_CONFIG=/design/flow/config.mk WORK_HOME=/design/flow/orfs finish
```
`./config.mk`:
```
export PLATFORM = sky130hd
export DESIGN_NAME = ALU
export DESIGN_NICKNAME = ALU
export VERILOG_FILES = /design/flow/design.v
export SDC_FILE = /design/flow/constraint.sdc
export NUM_CORES = 4
export LEC_CHECK = 1
export CORE_AREA = 10 10 76 76
export DIE_AREA = 0 0 86 86
```
`./constraint.sdc`:
```
current_design ALU

set clk_period 5.2
set clk_io_pct 0.2

create_clock -name clk0 -period $clk_period

set non_clock_inputs [all_inputs -no_clocks]
set_input_delay [expr $clk_period * $clk_io_pct] -clock clk0 $non_clock_inputs
set_output_delay [expr $clk_period * $clk_io_pct] -clock clk0 [all_outputs]
```
==> CHANGELOG.md <==
### Implementation results

- Outcome: finished, final reports clean
- Part of the cycle the worst path needs: 0.944
- Hold Crit Class: input port to output pin
- Layout clock buffers: 0
- Final Critical Period: roughly 5 ns
- Flip-flops: 0
- Setup bufs post-CTS: 0
- Fraction of layout cells with a size suffix above 1: 0.0877
- Port Buffers: 17
- Leakage power: around 0.45 nW
- Worst Max-Slew Pin Slew: 0.373 ns
- CP bufs+invs: 2
- Largest net degree at the start of global routing: 18
- Synth Cell Area: about 720 sq um
- Stages on worst setup path: 11
- Critical Path, Cell by Cell: clkdlybuf4s50_1 -> ha_1 -> ha_1 -> ha_1 -> ha_1 -> xor2_1 -> xnor2_1 -> nor3b_2 -> mux2i_1 -> a211oi_2 -> clkdlybuf4s50_1
- Slew Viols, Final: 0
- Slowest CP cell: clkdlybuf4s50_1
- Initial Util: 0.175
- GRT Util Overall: 0.0505
- DP Cell Count: roughly 160
- Core region area: ~4100 sq um
- Residual DRC: 0
- Mapped Avg Cell Area: 7.40 sq um
- DR pass1 iterations: 4
- Count of final hold-check violations: 0
- Netlist cell types: 30
- WHS Path Cells: 4
- Final cell count without fillers: approximately 160
- CP Max Fanout: 4
- Max Cap Viol: 0
- Die extent in x: between 80 and 90 microns
- Number of logged tool warnings: 37
- Count leader, synth: ha_1
- Cell mode on critical path: ha_1
- Antenna violations before repair: 0
- Worst vdd ir: about 0.000015 V
- Cell count after synthesis: approximately 97
- Grt met1 use: 0.0644
- Cell count in the Yosys report: ~97
- Initial DRC count: 33
- Slew margin rel.: 0.751
- Setup crit start kind: input port
- Register share after synthesis: 0
- Final HPWL DP: between 1500 and 2000 microns
- Top cells by count, synth: ha_1 (16), inv_1 (12), nor2_1 (12)
- Grt ovf: 0
- Final ANT Viol Nets: 0
- RD Place Congestion: between 0.8 and 0.9
- Setup crit end kind: output pin
- DIE AREA: 7400 sq um
- Area leader, netlist: ha_1
- Final WL: about 1900 microns
- Area Overhead vs Synth: 33.3%
- Total vias in the final route: ~700
- Pwr Density: between 80 and 90 nW/um^2
- Top cell area share: 0.279
- Filler cell count in the final layout: about 450
- CP max stage delay: 0.49 ns
- Final setup violation count: 0
- RSZ-0062 raised after global routing: no
- Critical path class: input port to output pin
- Top Ports: 17
- GRT met3 Usage: 0.00572
- WP data required: 4.16 ns
- Storage cell area: 0 sq um
- Synth area leaders: ha_1 (28%), inv_1 (6.3%), nor2_1 (6.3%)
- Worst endpoint data arrival time: slightly below 4 ns
- GR Util met2: 0.0933
- Sum of negative setup slack: 0 ns
- Average routed wire per standard cell: 11.4 microns
- Vias in the first global route: a little over 700
- Die height: 86 microns
- Row cnt: 23
- DR vias/cell: around 4.2
- Most Used Layer, Global Route: met2
- Antenna fix cells: 0
- First-pass GRT wire length: around 3200 microns
- Yosys warning tally: 1
- Top delay family on crit path: adder cells
- Area reported by Yosys stat: slightly above 700 sq um
- Highest Clock Rate: approximately 200 MHz
metal layers:
layer / share of wire / wire [microns]
met1: 0.42 / 792
met2: 0.51 / 959
met3: 0.063 / 117
met4: 0 / 0
met5: 0 / 0
where the power goes:
| group | switching (mW) | internal (mW) |
|---|---|---|
| Clock | 0 | 0 |
| Sequential | 0 | 0 |
| Combinational | 0.0384 | 0.0439 |
| Total | 0.0384 | 0.0439 |
cell type report:
type | count | area, sq um | share of cell area
inverter | 12 | 45.0 | 0.0471
tap | 50 | 62.6 | 0.0654
multi-input combinational | 81 | 649 | 0.678
timing repair buffer | 21 | 200 | 0.209
per-stage QoR:
step | setup slack [ns] | utilization | power [mW] | hold slack [ns] | cell area, sq um
finish | 0.290 | 0.233 | 0.0823 | 3.21 | 957
global route | 0.0278 | 0.233 | 0.0932 | 3.26 | 957
CTS | 0.195 | 0.231 | 0.0839 | 3.24 | 952
detailed placement | 0.204 | 0.231 | 0.0833 | 3.23 | 952
global placement | 0.189 | 0.231 | 0.0832 | 3.23 | 952
floorplan | 1.41 | - | 0.0505 | 2.19 | 718
layout by cell type (no fill, tap or decap), types with 2 or more instances in the layout:
cell type        synthesis  layout
a211oi_1                 2       2
a21oi_1                  3       3
buf_4                    1       4
clkdlybuf4s50_1          0      17
ha_1                    16      16
inv_1                   12      11
mux2i_1                  4       4
nand2_1                  7       7
nor2_1                  12      12
nor2b_1                  4       4
nor3_1                   4       4
o21a_1                   3       3
o21ai_0                  4       4
xnor2_1                  5       5
xor2_1                   3       3
final timing paths:
check | start | endpoint
max | in1[1] | out[3]
min | E2_bar | out[1]
cells by family (layout without fill, tap and decap cells):
| family | count (synthesis) | count (layout) | share of synthesized area |
|---|---|---|---|
| compound gates | 18 | 18 | 0.181 |
| xor+xnor | 9 | 9 | 0.120 |
| fa+ha+maj | 17 | 17 | 0.307 |
| buf+inv | 16 | 33 | 0.103 |
| mux | 4 | 4 | 0.0558 |
| simple gates | 33 | 33 | 0.233 |
repair_timing:
item,CTS,global route
resized,0,2
hold buffers,0,0
setup endpoints to repair,0,1
No activity file was given, so power comes from the tool's default toggle rates.
